[design.v]
module alu(
input signed[3:0] src_a, src_b,
input [2:0] opcode,
output reg overflow,
output reg signed[5:0] alu_out,
output reg zero 
);
reg carry_out;
always @(*)
begin
    case(opcode)
    3'b000: begin  
        {carry_out, alu_out} = {3'b0, src_a} & {3'b0, src_b};   
    end
    3'b001: begin 
        if(src_a > src_b) begin
            alu_out = src_a;
            carry_out = src_a[3];  
        end
        else begin
            alu_out = src_b;
            carry_out = src_b[3];  
        end
    end 
    3'b010: begin 
        case(src_a)
            4'b0000: alu_out = 6'b011111;
            4'b0001: alu_out = 6'b111001;
            4'b0010: alu_out = 6'b000000;
            4'b0011: alu_out = 6'b000001;
            4'b0100: alu_out = 6'b000011;
            4'b0101: alu_out = 6'b001010;
            4'b0110: alu_out = 6'b001110;
            4'b0111: alu_out = 6'b010000;
            4'b1000: alu_out = 6'b111110;
            4'b1001: alu_out = 6'b001000;
            4'b1010: alu_out = 6'b010101;
            4'b1011: alu_out = 6'b000111;
            4'b1100: alu_out = 6'b101111;
            4'b1101: alu_out = 6'b001011;
            4'b1110: alu_out = 6'b000010;
            default: alu_out = 6'b001000;
        endcase 
        carry_out = alu_out[5];
    end
    3'b011: begin 
        {carry_out, alu_out} = src_a * src_b;
        if((src_a[3] ^ src_b[3]) && (carry_out ^ alu_out[5]))  
            {carry_out, alu_out} = 7'b0100000;
        else if((src_a[3] ~^ src_b[3]) && (carry_out ^ alu_out[5]))  
            {carry_out, alu_out} = 7'b1011111;
        else  
            alu_out = alu_out;
    end
    3'b100: begin 
        {carry_out, alu_out} = src_a + src_b;
    end
    3'b101: begin 
        {carry_out, alu_out} = src_a - src_b;
    end
    3'b110: begin 
        if(src_a[0] == 1'b1)
            {carry_out, alu_out} = {src_a[2], src_a[2], src_b[2], src_a[1], src_b[1], src_a[0], src_b[0]};   
        else
            {carry_out, alu_out} = {src_b[2], src_b[2], src_a[2], src_b[1], src_a[1], src_b[0], src_a[0]};   
    end
    default: begin 
        if(src_a[3] == 1'b0) begin 
            if(src_a >= 4'd4 && src_b > 4'b0010)
                {carry_out, alu_out} = 7'b1011111;
            else if(src_a >= 4'd2 && src_b > 4'b0011)
                {carry_out, alu_out} = 7'b1011111;
            else if(src_a == 4'd1 && src_b > 4'b0100)
                {carry_out, alu_out} = 7'b1011111;
            else
                {carry_out, alu_out} = {3'b000, src_a} << src_b;
        end
        else begin 
            {carry_out, alu_out} = {3'b111, src_a} << src_b;  
            if(src_b > 4'd3)
                {carry_out, alu_out} = 7'b0100000;
            else if((src_b > 4'd2) && (alu_out[5] == 1'b0))
                {carry_out, alu_out} = 7'b0100000;
            else
                {carry_out, alu_out} = {carry_out, alu_out};
        end
    end
    endcase
end
always @(*) 
    zero = ~|alu_out;
always @(*) 
    overflow = (carry_out ^ alu_out[5])?1'b1: 1'b0;
endmodule
[run.sh]
#!/bin/bash
# OpenROAD 26Q1-2900-gdf79404cd8, Yosys 0.63+post, stock flow scripts
make -C /OpenROAD-flow-scripts/flow DESIGN_CONFIG=/design/flow/config.mk WORK_HOME=/design/flow/orfs finish
[config.mk]
export PLATFORM = sky130hd
export DESIGN_NAME = alu
export DESIGN_NICKNAME = alu
export VERILOG_FILES = /design/flow/design.v
export SDC_FILE = /design/flow/constraint.sdc
export NUM_CORES = 4
export LEC_CHECK = 1
export CORE_UTILIZATION = 30
[constraint.sdc]
current_design alu

set clk_period 7.8
set clk_io_pct 0.2

create_clock -name clk0 -period $clk_period

set non_clock_inputs [all_inputs -no_clocks]
set_input_delay [expr $clk_period * $clk_io_pct] -clock clk0 $non_clock_inputs
set_output_delay [expr $clk_period * $clk_io_pct] -clock clk0 [all_outputs]
==> results.yml <==
# flow metrics
drt:
  wl_per_cell_um: 15.1
  viasPerCell: 5.29
  vias: 1852
  firstDrtPassIters: 4
  drcViolationCount: 0
  antenna_left: 0
  wirelength_um: 5290
  drtIter0Drc: 67
  route.antenna.diode_count: 0
synth:
  yosys.area.top_type: "ha_1"
  top_cell_area_share_pct: 17.9
  synthMuxAreaShare_pct: 5.01
  top_cell: "nor2_1"
  syn_avg_cell_area_sq_um: 7.47
  yosysChipArea_sq_um: 1820
  ys_sh_xor_pct: 6.80
  yosysUniqueCellTypes: 59
  yosysWarnings: 1
  topCellsByArea: "ha_1 (18%), fa_1 (11%), nor2_1 (6.0%), inv_1 (5.2%), mux2i_1 (4.4%)"
  ys_sh_aoi_pct: 27.5
  simple_gate_share_pct: 21.6
  topCombFamilyByArea: "adder cells"
  ys_seq_share_pct: 0
  ys_cells: 244
  syn_inst: 244
  fa_ha_area_share_pct: 29.4
  syn_area_sq_um: 1820
  ys_top_cells_by_count: "nor2_1 (29), ha_1 (26), inv_1 (25), nand2_1 (15), clkbuf_1 (11)"
global_route:
  grt_pass1_wl_um: 8750
  overflow: 0
  grt_max_degree: 27
  grt_pass1_vias: 1753
  grt_antenna_before_repair: 0
  grt_usage_pct: 17.9
power:
  p_total_mw: 0.245
  power.density_nw_per_um2: 105
  leakagePower_nw: 1.14
  irDropWorstVdd_mv: 0.0731
worst_hold_path:
  hold_class: "input port to primary output"
  holdPathEnd: "zero"
  min-delay-start: "src_b[3]"
  whs_path_depth: 8
final_timing:
  setup_violations: 0
  max_freq_ghz: 0.132
  finalHoldViolCount: 0
  worstMarginPinSlew_ns: 0.776
  maxSlewViolCount: 0
  slew_headroom_pct: 48.1
  timing.final.crit_share_pct: 96.8
  period_needed_ns: 7.55
  worst_hold_slack_ns: 4.09
setup_path:
  critPathMaxFanout: 4
  end_kind: "primary output"
  arrival_ns: 5.99
  worstPathRequired_ns: 6.24
  critPathKind: "input port to primary output"
  startpoint_type: "input port"
place:
  dp_hpwl_um: 4300
  dpl.cell_count: 349
  numPortBuffers: 19
  place_congestion: 0.955
job:
  max-cap-violations: 0
  openroad.warnings: 43
floorplanning:
  die_h_um: 79.9
  num_rows: 28
  fp_util_pct: 31.0
  ios: 19
  die_w_um: 79.9
  dieArea_sq_um: 6390
  coreArea_sq_um: 5890
finish:
  fin_cells: 350
  seq_area_sq_um: 0
  area_growth_pct: 28.2
  clkbuf_count: 0
  seq_cells: 0
  fin_util_pct: 39.7
  drive_above_1_share_pct: 18.5
status:
  status: "complete, no violations"
cts:
  hold_buffers: 0
[repair_timing]
action	in CTS	in global routing
gates resized	4	20
pin swaps	1	6
endpoints found under the setup margin	4	6
buffers inserted	0	1
[critical path, stage by stage]
cell and delay [ns]:
clkdlybuf4s50_1 0.44, inv_2 0.08, nand2_1 0.07, fa_1 0.49, fa_1 0.51, inv_1 0.05
fa_1 0.51, ha_1 0.18, inv_1 0.06, fa_2 0.35, xor2_2 0.30, xnor2_4 0.17
and2_4 0.18, or2b_1 0.25, a41oi_2 0.26, clkdlybuf4s50_1 0.52
[worst max-delay path by stage]
stage             from    endpoint  slack, ns  cells past startpoint
finish        src_a[0]  alu_out[4]       0.25                     16
global route  src_a[0]  alu_out[4]      -0.02                     16
CTS           src_b[2]        zero       0.03                     17
[kinds of logic after synthesis]
family,Yosys count
buf+inv,42
simple gates,78
compound gates,68
mux,9
xor+xnor,10
fa+ha+maj,37
[layer usage]
metal / part of all wire, % / vias up / GRT usage (%)
li1: - / 937 / -
met1: 46 / 867 / 24.6
met2: 49 / 38 / 30.6
met3: 2.3 / 10 / 1.04
met4: 2.6 / 0 / 4.64
met5: 0 / - / 0
[area by class of cell]
cell class | instances | area [sq um]
Tap cell | 75 | 93.8
Multi-Input combinational cell | 202 | 1720
Fill cell | 627 | 3550
Inverter | 26 | 97.6
Timing Repair Buffer | 47 | 429
[stage by stage]
step | setup TNS [ns] | setup slack, ns | instance area [sq um]
floorplan | 0 | 0.728 | 1820
global placement | -0.178 | -0.118 | 2230
finish | 0 | 0.252 | 2340
global route | -0.0225 | -0.0167 | 2340
CTS | 0 | 0.0321 | 2240
detailed placement | -0.249 | -0.131 | 2230
[where the power goes]
part / internal, mW / switching [mW]
logic: 0.129 / 0.115
clock network: 0 / 0
registers: 0 / 0
total: 0.129 / 0.115
[layout by cell type, fill, tap and decap left out, types with 5 or more instances in the layout]
master,instances
buf_4,24
fa_1,9
inv_1,24
a21o_1,5
nor2_1,26
nor2b_1,8
a21oi_1,9
a31oi_1,5
clkdlybuf4s50_1,12
ha_1,25
o211ai_1,6
o21ai_0,9
nand2b_1,5
dlymetal6s2s_1,6
nand2_1,15
mux2i_1,8
Power figures rest on the tool's default switching activity, not on a simulated workload.
