--- flow/config.mk ---
export PLATFORM = sky130hd
export DESIGN_NAME = EGD
export DESIGN_NICKNAME = EGD
export VERILOG_FILES = /design/flow/design.v
export SDC_FILE = /design/flow/constraint.sdc
export NUM_CORES = 4
export LEC_CHECK = 1
export CORE_AREA = 10 10 96 96
export DIE_AREA = 0 0 106 106
--- flow/constraint.sdc ---
current_design EGD

set clk_period 3.7
set clk_io_pct 0.2

create_clock -name clk0 -period $clk_period [get_ports {clk}]

set non_clock_inputs [all_inputs -no_clocks]
set_input_delay [expr $clk_period * $clk_io_pct] -clock clk0 $non_clock_inputs
set_output_delay [expr $clk_period * $clk_io_pct] -clock clk0 [all_outputs]
--- flow/design.v ---
module EGD(
	input clk,
	input rst,
	input si_data,
	output reg busy,
	output reg valid,
	output reg [3:0] po_data
);
    reg load_prefix, output_offset;
    reg load_p_input, sub_p;
    reg clear_prefix, clear_offset;
    wire load_offset;
    reg output_ans;
    reg [1:0] EGD_prefix;
    reg [3:0] power2; 
    reg [1:0] prefix_down;
    reg [2:0] EGD_offset; 
    wire [3:0] answer;
    reg [2:0] state_ns, state_cs;
    parameter S0 = 3'b000;  
    parameter S1 = 3'b001;  
    parameter S2 = 3'b010;  
    parameter S3 = 3'b011;  
    parameter S4 = 3'b100;  
    parameter S5 = 3'b101;  
    parameter S6 = 3'b110;  
    parameter S7 = 3'b111;  
    always @ (posedge clk or posedge rst)  begin
        if(rst) state_cs <= S0;
        else state_cs <= state_ns;
    end
    always @ (*) begin
        case(state_cs)
            S0: begin  
                valid = 0;
                busy = 0;
                load_prefix = 0;
                load_p_input = 0;
                sub_p = 0;
                output_offset = 0;
                output_ans = 0;
                clear_prefix = 0;
                clear_offset = 0;
                if(si_data) state_ns = S1;
                else state_ns = S0;
            end
            S1: begin  
                valid = 0;
                busy = 0;
                load_prefix = 1;
                load_p_input = 0;
                sub_p = 0;
                output_offset = 0;
                output_ans = 0;
                clear_prefix = 0;
                clear_offset = 0;
                if(si_data) state_ns = S1;
                else state_ns = S2;
            end
            S2: begin  
                valid = 0;
                busy = 1;
                load_prefix = 0;
                load_p_input = 1;
                sub_p = 0;
                output_offset = 0;
                output_ans = 0;
                clear_prefix = 0;
                clear_offset = 0;
                state_ns = S3;
            end
            S3: begin  
                valid = 0;
                busy = 0;
                load_prefix = 0;
                load_p_input = 0;
                sub_p = 1;
                output_offset = 0;
                output_ans = 0;
                clear_prefix = 0;
                clear_offset = 0;
                if(prefix_down) state_ns = S3;
                else state_ns = S4;
            end
            S4: begin  
                valid = 0;
                busy = 1;
                load_prefix = 0;
                load_p_input = 0;
                sub_p = 0;
                output_offset = 1;
                output_ans = 0;
                clear_prefix = 0;
                clear_offset = 0;
                state_ns = S5;
            end
            S5: begin  
                valid = 0;
                busy = 1;
                load_prefix = 0;
                load_p_input = 0;
                sub_p = 0;
                output_offset = 0;
                output_ans = 1;
                clear_prefix = 0;
                clear_offset = 0;
                state_ns = S6;
            end
            S6: begin  
                valid = 1;
                busy = 0;
                load_prefix = 0;
                load_p_input = 0;
                sub_p = 0;
                output_offset = 0;
                output_ans = 0;
                clear_prefix = 1;
                clear_offset = 1;
                if(si_data) state_ns = S1;
                else state_ns = S7;
            end
            S7: begin  
                valid = 0;
                busy = 1;
                load_prefix = 0;
                load_p_input = 0;
                sub_p = 0;
                output_offset = 1;
                output_ans = 0;
                clear_prefix = 0;
                clear_offset = 0;
                state_ns = S5;
            end
		    default: state_ns = state_cs;
        endcase
    end
    always@(posedge clk or posedge rst) begin
        if(rst) EGD_prefix <= 2'b00;
        else if(clear_prefix) EGD_prefix <= 2'b00;
        else if(load_prefix) EGD_prefix <= EGD_prefix +1; 
    end
    always@(posedge clk or posedge rst) begin
        if(rst) power2 <= 4'b0001;
        else if(clear_prefix) power2 <= 4'b0001;
        else if(load_prefix) power2 <= power2 << 1; 
    end
    always@(posedge clk or posedge rst) begin
        if(rst) prefix_down <= 2'b00;
        else if(load_p_input) prefix_down <= EGD_prefix - 1;
        else if(sub_p) prefix_down <= prefix_down - 1;
    end
    assign load_offset = load_p_input || sub_p;
    reg [2:0] temp;  
    always@(posedge clk or posedge rst) begin
        if(rst) temp <= 3'b000;
        else if(clear_offset) temp <= 3'b000;
        else if(load_offset) temp[prefix_down] <= si_data;
    end
    always@(posedge clk or posedge rst) begin
        if(rst) EGD_offset <= 3'b000;
        else if(clear_offset) EGD_offset <= 3'b000;
        else if(output_offset) EGD_offset <= temp;
    end
    assign answer = power2 - 1 + EGD_offset;
    always@(posedge clk or posedge rst) begin
        if(rst) po_data <= 4'b000;
        else if(output_ans) po_data <= answer;
    end
endmodule
--- flow/run.sh ---
#!/bin/bash
# OpenROAD 26Q1-2900-gdf79404cd8, Yosys 0.63+post, stock flow scripts
make -C /OpenROAD-flow-scripts/flow DESIGN_CONFIG=/design/flow/config.mk WORK_HOME=/design/flow/orfs finish
==> flow_summary.json <==
{
  "fmax_mhz": 347,
  "crit_fanout": 13,
  "grt_pass1_wl_mm": 4.08,
  "p_clk_share_pct": 20.0,
  "powerDensity_nw_per_um2": 750,
  "holdPathEnd": "state_cs[3]$_DFF_PP0_",
  "ys_cells": 123,
  "xor_share_pct": 4.00,
  "cts_setup_buffers": 0,
  "most_common_cell": "dfrtp_1",
  "overflow": 0,
  "placedCellCount": 229,
  "synthTopLogicFamily": "simple AND/OR/NAND/NOR gates",
  "grt_max_degree": 27,
  "yosys.area.top_type": "dfrtp_1",
  "fin_cells": 233,
  "place_area_um2": 1500,
  "tritoncts": "yes",
  "ant_nets": 0,
  "gp_congestion": 0.825,
  "rr_worst_depth": 4,
  "ys_sh_adder_pct": 9.14,
  "ys_sh_aoi_pct": 6.86,
  "sw_frac_of_total_pct": 34.9,
  "worstPathRequired_ps": 2960,
  "critPathKind": "reg -> out",
  "internal_power_mw": 0.768,
  "top_cell_area_share_pct": 45.7,
  "hpwl_mm": 1.79,
  "async_reset_ff_share_pct": 100,
  "vias": 843,
  "chip_area_um2": 11200,
  "die_w_um": 106,
  "path_clk_slew_ps": 100,
  "min-delay-start": "state_cs[5]$_DFF_PP0_",
  "layout-drive-gt1-share_pct": 10.4,
  "fp-utilization_pct": 18.2,
  "ir_drop_v": 0.000373,
  "syn2layout_area_growth_pct": 19.8,
  "common_cells": "24 x dfrtp_1, 17 x inv_1, 10 x nand2_1",
  "r2r-start": "state_cs[3]$_DFF_PP0_",
  "finalHoldViolCount": 0,
  "yosysWarnings": 1,
  "drt_wl_total_mm": 2.40,
  "simple_gate_share_pct": 18.5,
  "drc_errors": 0,
  "slew_violations": 0,
  "topCellsByArea": "dfrtp_1 46%, ha_1 7.6%, inv_1 4.9%, dfstp_2 4.0%, mux2i_1 3.8%",
  "finClkSkew_ps": 11.2,
  "synth_seq_share_pct": 49.7,
  "ys_seq_elements": 26,
  "netlist_area_um2": 1310,
  "drt_iter0_drc": 61,
  "antenna_found_initial": 0,
  "postSynthAreaPerCell_um2": 10.7,
  "synth-edff-count": 0,
  "first_pass_iters": 2,
  "leakagePower_nw": 0.706,
  "slew_headroom_pct": 50.8,
  "setup_viol": 0,
  "r2r_slack_ps": 1630,
  "tns_ps": 0,
  "ys_area_um2": 1310,
  "h-tree-depth": 1,
  "fin_crit_ps": 2880,
  "arrival_ps": 2140,
  "grt_pass1_vias": 837,
  "cts_root_buffer": "clkbuf_8",
  "cts_made_buffers": 3,
  "rows": 31,
  "fin_crit_sh_pct": 77.8,
  "muxShareOfSynthArea_pct": 4.67,
  "tightest_slew_ps": 732,
  "combPwrFrac_pct": 45.2,
  "clk_path_buf_depth": 2,
  "grtUsageTotal_pct": 4.37,
  "vias_per_cell": 3.62,
  "design_area_um2": 1570,
  "seqPwrFrac_pct": 34.9,
  "syn_inst": 123,
  "core-area_um2": 7210,
  "crit_path_end_kind": "output port",
  "cts_resized": 0,
  "ff_type": "dfrtp_1",
  "n_antenna_cell": 0,
  "critPathLaunchType": "flip-flop",
  "avgRoutedWirePerCell_um": 10.3,
  "switchingPower_mw": 0.412,
  "status": "complete, no violations",
  "whs_path_depth": 0,
  "io_buffers": 8,
  "fillers": 803,
  "rsz0062_at_grt": "no",
  "dieHeight_um": 106,
  "r2r-end": "prefix_down[1]$_DFFE_PP0P_",
  "cts.sinks": 26,
  "hold_path_class": "reg -> reg",
  "clk_latency_ps": 270,
  "synth_cell_types": 32,
  "hold_buffers": 0,
  "max_cap_violations": 0,
  "warnings": 28,
  "pin_count": 9
}
==> cells in the final DEF, fill, tap and decap left out, drive strengths merged, types with 2 or more instances in the layout <==
cell type      instances
nand3                  4
ha                     8
a21oi                  7
dfrtp                 24
xnor2                  5
mux2i                  5
inv                   17
clkbuf                 3
nor2b                  5
nand4                  2
nor4                   3
nand2                 10
buf                    2
dfstp                  2
nor2                   8
o21ai                  6
clkdlybuf4s50          8
==> cells by family (layout without fill, tap and decap cells) <==
group                      count (synthesis)  after routing
and+or+nand+nor                           40             40
DFF                                       26             26
buffers and inverters                     20             31
AOI/OAI and AO/OA                         16             16
adders and majority gates                  9              9
xor gates and xnor gates                   6              6
muxes                                      6              6
==> power by group through the flow <==
stage     Combinational, mW  Clock [mW]  Sequential (mW)
4_1_cts               0.545       0.240            0.413
5_1_grt               0.604       0.252            0.424
6_report              0.533       0.235            0.412
==> sequential cells by signal, summed over array words and instances (netlist names) <==
| signal | flops |
|---|---|
| temp | 3 |
| po_data | 4 |
| EGD_offset | 3 |
| EGD_prefix | 2 |
| state_cs | 8 |
| power2 | 4 |
| prefix_down | 2 |
==> routing by layer <==
| metal | track usage, % | part of all wire [%] | vias to the layer above |
|---|---|---|---|
| met5 | 0 | 0 | - |
| met4 | 0.290 | 0.71 | 0 |
| met3 | 1.10 | 2.8 | 2 |
| met2 | 6.32 | 40 | 8 |
| met1 | 6.71 | 56 | 407 |
| li1 | - | - | 426 |
==> worst max-delay path: stages, from the launching register on <==
cell             delay [ps]
dfrtp_1                 420
or4_4                   580
nor4_4                  150
buf_4                   230
clkdlybuf4s50_1         490
==> final cells by class <==
cell class | count | area (µm²) | area share [%]
Sequential cell | 26 | 653 | 41.5
Multi-Input combinational cell | 77 | 567 | 36.0
Tap cell | 99 | 124 | 7.87
Timing Repair Buffer | 10 | 95.1 | 6.04
Inverter | 17 | 63.8 | 4.05
Clock buffer | 3 | 41.3 | 2.62
Clock inverter | 1 | 30.0 | 1.91
==> worst max-delay path by stage <==
stage	start	end	slack (ps)	cells after the start
CTS	state_cs[5]$_DFF_PP0_	valid	800	4
global route	state_cs[5]$_DFF_PP0_	valid	710	4
finish	state_cs[5]$_DFF_PP0_	valid	820	4
==> per-stage QoR <==
step | power (mW) | setup slack (ps) | util [%] | hold WS, ps
floorplan | 0.814 | 1570 | - | 397
global placement | 0.953 | 1130 | 20.8 | 409
detailed placement | 0.959 | 1120 | 20.8 | 420
CTS | 1.20 | 799 | 21.8 | 443
global route | 1.28 | 714 | 21.8 | 466
finish | 1.18 | 820 | 21.8 | 442
Power figures rest on the tool's default switching activity, not on a simulated workload.
